**/design/flow/design.v**
```verilog
module mux_2 #(
        parameter width = 32
    )
    (
        output reg [(width-1):0] data_out,
        input [(width-1):0] data_0,
        input [(width-1):0] data_1,
        input select
    );
    always @(*) begin
        case (select)
            0: data_out <= data_0;
            1: data_out <= data_1;
        endcase
    end
endmodule
```
**/design/flow/run.sh**
```bash
#!/bin/bash
# OpenROAD 26Q1-2900-gdf79404cd8, Yosys 0.63+post, stock flow scripts
make -C /OpenROAD-flow-scripts/flow DESIGN_CONFIG=/design/flow/config.mk WORK_HOME=/design/flow/orfs finish
```
**/design/flow/config.mk**
```make
export PLATFORM = sky130hd
export DESIGN_NAME = mux_2
export DESIGN_NICKNAME = mux_2
export VERILOG_FILES = /design/flow/design.v
export SDC_FILE = /design/flow/constraint.sdc
export NUM_CORES = 4
export LEC_CHECK = 1
export CORE_AREA = 10 10 70 70
export DIE_AREA = 0 0 80 80
```
**/design/flow/constraint.sdc**
```tcl
current_design mux_2

set clk_period 1.0
set clk_io_pct 0.2

create_clock -name clk0 -period $clk_period

set non_clock_inputs [all_inputs -no_clocks]
set_input_delay [expr $clk_period * $clk_io_pct] -clock clk0 $non_clock_inputs
set_output_delay [expr $clk_period * $clk_io_pct] -clock clk0 [all_outputs]
```
==> notes.md <==
run results: Hold Slack=0.694 ns, Post-Place Cells=177, routability cong.=0.760, initial antenna violation count=0, core area=0.00342 mm^2, post-synthesis cell type count=4, initial DRC count=4, area leader, netlist=mux2_4, ys cells=36, # port buffers=97, Pre-Repair DR Iteration Count=2, Top cells by area=mux2_4 (83%), buf_12 (11%), mux2_2 (4.1%), Post-DP HPWL=2400 um, Worst Path Class, Setup=input port to primary output, Max Cap Violations=0, vias in the first global route=824, largest net degree at the start of global routing=8, filler cell count=327, P per Cell Area=389 mW/mm^2, setup_tns=-5.03 ns, Avg Cell Area, Syn=15.1 um^2, WL/cell=14.8 um, dpl ws=-0.497 ns, Tool Warnings=34, Buf+Inv Stages, Crit Path=4, Worst Path Required=0.80 ns, Max-area cell share=0.828, FF/Latch Area=0 um^2, CP Cell Sequence=buf_12 -> buf_12 -> buf_8 -> mux2_4 -> buf_6, startpoint class of the critical path=input port, max-slew violation count=0, n_diodes=0, gr usage total=0.0787, cell family with most CP delay=buffers and inverters, pre-placement core utilization=0.159, P&R area growth vs syn=212%, Tightest Pin Transition=0.0611 ns, CP peak stage delay=0.30 ns, GRT overflow=0, setup ws final=-0.175 ns, Pleak=0.990 nW, fin crit period=1.18 ns, synthesized area=544 um^2, cell mode on critical path=buf_12, clk_buf instances=0, Synthesis Warnings=1, final WL=2850 um, worst vdd ir=0.173 mV, I/O Pins=97, Final Hold Vio Count=0, row count=21, Crit Path Max Fanout=7, Hold Path Class=input port to primary output, final std cells w/o fill=192, via count=730, violated checks=setup timing, post-synthesis sequential area ratio=0, ANT nets after route=0, drt drc=0, DR vias/cell=3.80, RSZ-0062 raised after global routing=yes, Flops=0, share of cells above drive strength 1=0.562, CP max-delay cell=mux2_4, maximum clock rate=0.851 GHz, status=finished, violations left, Chip Area, Yosys=544 um^2, cycle use final=1.18, Arrival @ worst endpoint=0.98 ns, Worst slew margin=0.959, Die Width=80 um, die y size=80 um, global-route wire length before repair=4150 um, CP Capture Type=primary output, final setup vio count=32, Gate Count Post-Synth=36, full die area=0.00640 mm^2
==> tightest hold or removal path: stages <==
cell            delay (ns)
dlymetal6s2s_1        0.08
mux2_4                0.13
buf_2                 0.08
==> power breakdown <==
part	switching [W]	internal, W	total (W)
logic	0.000141	0.000519	0.000660
registers	0	0	0
clock network	0	0	0
==> final timing paths <==
kind              startpoint           end  slack (ns)  depth (start not counted)
setup / recovery      select  data_out[31]       -0.18                          5
hold / removal    data_0[24]  data_out[24]        0.69                          3
==> cell type report <==
cell class | instances | area, um^2 | area share
Timing Repair Buffer | 114 | 1160 | 0.683
Tap cell | 46 | 57.6 | 0.0339
Multi-Input combinational cell | 32 | 480 | 0.283
==> routing by layer <==
metal | global-route usage | wire (um) | up-vias
met3 | 0.0307 | 313 | 0
met2 | 0.143 | 1390 | 51
met4 | 0 | 0 | 0
li1 | - | - | 362
met1 | 0.0897 | 1140 | 317
met5 | 0 | 0 | -
==> cell families (layout without fill, tap and decap cells) <==
logic type / count (synthesis) / count (layout) / share of synthesized area
multiplexers: 32 / 32 / 0.869
buffers and inverters: 4 / 114 / 0.131
==> cell usage after synthesis <==
cell and number:
buf_12 3, buf_6 1, mux2_2 2, mux2_4 30
==> repair_timing <==
| item | CTS | global route |
|---|---|---|
| setup buffers | 14 | 0 |
| gates resized | 170 | 23 |
| gates cloned | 1 | 0 |
| hold endpoints to repair | 0 | 0 |
| setup endpoints to repair | 32 | 32 |
| pin swaps | 0 | 0 |
| hold buffers | 0 | 0 |
==> layout by cell type, fill, tap and decap left out <==
cell type,Yosys,layout
buf_12,3,3
buf_16,0,1
buf_2,0,12
buf_4,0,2
buf_6,1,29
buf_8,0,3
clkdlybuf4s50_1,0,10
dlygate4sd2_1,0,40
dlymetal6s2s_1,0,14
mux2_4,30,32
==> per-stage QoR <==
stage	instance area [um^2]	utilization	power [W]
2_1_floorplan	544	-	0.000206
3_5_place_dp	1540	0.450	0.000655
6_report	1700	0.497	0.000660
4_1_cts	1610	0.470	0.000644
5_1_grt	1700	0.497	0.000706
3_3_place_gp	1540	0.450	0.000654
Power figures rest on the tool's default switching activity, not on a simulated workload.
