File: design/flow/run.sh
#!/bin/bash
# OpenROAD 26Q1-2900-gdf79404cd8, Yosys 0.63+post, stock flow scripts
make -C /OpenROAD-flow-scripts/flow DESIGN_CONFIG=/design/flow/config.mk WORK_HOME=/design/flow/orfs finish
File: design/flow/config.mk
export PLATFORM = sky130hd
export DESIGN_NAME = alu_32
export DESIGN_NICKNAME = alu_32
export VERILOG_FILES = /design/flow/design.v
export SDC_FILE = /design/flow/constraint.sdc
export NUM_CORES = 4
export LEC_CHECK = 1
export CORE_UTILIZATION = 50
File: design/flow/constraint.sdc
current_design alu_32

set clk_period 31.6
set clk_io_pct 0.2

create_clock -name clk0 -period $clk_period [get_ports {clock}]
create_clock -name clk1 -period $clk_period [get_ports {reset}]

set non_clock_inputs [all_inputs -no_clocks]
set_input_delay [expr $clk_period * $clk_io_pct] -clock clk0 $non_clock_inputs
set_output_delay [expr $clk_period * $clk_io_pct] -clock clk0 [all_outputs]
File: design/flow/design.v
`timescale 1ns / 1ps
module adder_16(
    output [15:0] s,
    output c_out,
    input [15:0] a,
    input [15:0] b,
    input c_in
);
	wire c_ripple;
	adder_8 add1(
		.s(s[7:0]),
		.c_out(c_ripple),
		.a(a[7:0]),
		.b(b[7:0]),
		.c_in(c_in)
	);
	adder_8 add2(
		.s(s[15:8]),
		.c_out(c_out),
		.a(a[15:8]),
		.b(b[15:8]),
		.c_in(c_ripple)
	);
endmodule
`timescale 1ns / 1ps
module adder_2(
	output [1:0] s,
	output c_out,
	input [1:0] a,
	input [1:0] b,
	input c_in
);
	wire c_ripple;
	full_adder add1(
		.s(s[0]),
		.c_out(c_ripple),
		.a(a[0]),
		.b(b[0]),
		.c_in(c_in)
	);
	full_adder add2(
		.s(s[1]),
		.c_out(c_out),
		.a(a[1]),
		.b(b[1]),
		.c_in(c_ripple)
	);
endmodule
`timescale 1ns / 1ps
module adder_32(
	output [31:0] s,
    output c_out,
    input [31:0] a,
    input [31:0] b,
    input c_in
);
	wire c_ripple;
	adder_16 add1(
		.s(s[15:0]),
		.c_out(c_ripple),
		.a(a[15:0]),
		.b(b[15:0]),
		.c_in(c_in)
	);
	 adder_16 add2(
		.s(s[31:16]),
		.c_out(c_out),
		.a(a[31:16]),
		.b(b[31:16]),
		.c_in(c_ripple)
	);
endmodule
`timescale 1ns / 1ps
module adder_4(
	output [3:0] s,
    output c_out,
    input [3:0] a,
    input [3:0] b,
    input c_in
);
	wire c_ripple;
	adder_2 add1(
		.s(s[1:0]),
		.c_out(c_ripple),
		.a(a[1:0]),
		.b(b[1:0]),
		.c_in(c_in)
	);
	 adder_2 add2(
		.s(s[3:2]),
		.c_out(c_out),
		.a(a[3:2]),
		.b(b[3:2]),
		.c_in(c_ripple)
	);
endmodule
`timescale 1ns / 1ps
module adder_8(
    output [7:0] s,
    output c_out,
    input [7:0] a,
    input [7:0] b,
    input c_in
);
	wire c_ripple;
	adder_4 add1(
		.s(s[3:0]),
		.c_out(c_ripple),
		.a(a[3:0]),
		.b(b[3:0]),
		.c_in(c_in)
	);
	adder_4 add2(
		.s(s[7:4]),
		.c_out(c_out),
		.a(a[7:4]),
		.b(b[7:4]),
		.c_in(c_ripple)
	);
endmodule
`timescale 1ns / 1ps
module full_adder(
    input a,
    input b,
    input c_in,
    output s,
    output c_out
    );
	 wire c_half1, c_half2, s_half;
	 half_adder h_add1(.a(a),
							 .b(b),
							 .s(s_half),
							 .c(c_half1));
	 half_adder h_add2(.a(c_in),
							 .b(s_half),
							 .s(s),
							 .c(c_half2));
	 or(c_out, c_half1, c_half2);
endmodule
`timescale 1ns / 1ps
module half_adder(
    input a,
    input b,
    output s,
    output c
);
	and(c, a, b);
	xor(s, a, b);
endmodule
module alu_32(
    output [31:0] result,
    output [31:0] extra,
    output done,
    input [31:0] op1,
    input [31:0] op2,
    input [1:0] control,
    input enable,
    input reset,
    input clock
);
    reg [1:0] last_control;
    reg [31:0] a;
    reg [31:0] b;
    reg carry_in;
    reg ripple_reset;
    reg multiply_enable;
    reg divide_enable;
    wire [31:0] sum;
    wire carry_out;
    wire [63:0] product;
    wire multiply_done;
    wire [31:0] quotient;
    wire [31:0] remainder;
    wire divide_done;
    mux_4 result_mux(
        .data_out(result),
        .data_0(sum),
        .data_1(sum),
        .data_2(product[31:0]),
        .data_3(quotient),
        .select(last_control)
    );
    mux_4 extra_mux(
        .data_out(extra),
        .data_0({31'b0, carry_out}),
        .data_1({31'b0, carry_out}),
        .data_2(product[63:32]),
        .data_3(remainder),
        .select(last_control)
    );
    mux_4 #(.width(1)) done_mux(
        .data_out(done),
        .data_0(1'b1),
        .data_1(1'b1),
        .data_2(multiply_done),
        .data_3(divide_done),
        .select(last_control)
    );
    adder_32 adder(
        .s(sum),
        .c_out(carry_out),
        .a(a),
        .b(b),
        .c_in(carry_in)
    );
    multiplier_32 multiplier(
        .p(product),
        .dne(multiply_done),
        .a(a),
        .b(b),
        .clk(clock),
        .rst(ripple_reset),
        .ena(multiply_enable)
    );
    divider_32 divider(
        .q(quotient),
        .r(remainder),
        .dne(divide_done),
        .a(a),
        .b(b),
        .clk(clock),
        .rst(ripple_reset),
        .ena(divide_enable)
    );
    initial begin
        last_control = 0;
        a = 0;
        b = 0;
        carry_in = 0;
    end
    always @(posedge reset) begin
        if (enable) begin
            last_control <= control;
            case (control)
                0: begin
                    a <= op1;
                    b <= op2;
                    carry_in <= 0;
                    multiply_enable <= 0;
                    divide_enable <= 0;
                end
                1: begin
                    a <= op1;
                    b <= ~op2;
                    carry_in <= 1;
                    multiply_enable <= 0;
                    divide_enable <= 0;
                end
                2: begin
                    a = op1;
                    b = op2;
                    multiply_enable <= 1;
                    divide_enable <= 0;
                end
                3: begin
                    a = op1;
                    b = op2;
                    multiply_enable <= 0;
                    divide_enable <= 1;
                end
            endcase
            ripple_reset = 1;
        end
    end
    always @(negedge reset) begin
        ripple_reset = 0;
    end
endmodule
`timescale 1ns / 1ps
module divider_32(
   	output reg [31:0] q,
	output reg [31:0] r,
   	output reg dne,
   	input [31:0] a,
   	input [31:0] b,
   	input clk,
   	input rst,
   	input ena
);
	reg [31:0] dividend;
	reg [63:0] divisor;
	reg [6:0] iteration;
	always @(posedge rst) begin
		dividend <= a;
		divisor[63:32] <= b;
		divisor[31:0] <= 0;
		iteration <= 0;
		dne <= 0;
		q <= 0;
		r <= 0;
	end
	always @(posedge clk) begin
		if (ena) begin
			if (!dne) begin
				q = q << 1;
				if (dividend >= divisor) begin
					dividend = dividend - divisor;
					q[0] <= 1;
				end
				divisor = divisor >> 1;
				iteration = iteration + 1;
				if (iteration == 33) begin
					dne <= 1;
					r <= dividend;
				end
			end
		end
	end
endmodule
`timescale 1ns / 1ps
module multiplier_32(
	output reg [63:0] p,
	output reg dne,
   	input [31:0] a,
   	input [31:0] b,
   	input clk,
	input ena,
  	input rst
   	);
	reg [63:0] multiplier;
	reg [63:0] multiplicand;
	reg sign;
	initial begin
		p = 0;
		dne = 0;
	end
	always @(posedge rst) begin
		if (a[31] == 1'b0) begin
			multiplier = a;
		end else begin
			multiplier = {32'b0, ~a} + 1;
		end
		if (b[31] == 1'b0) begin
			multiplicand = b;
		end else begin
			multiplicand = {32'b0, ~b} + 1;
		end
		sign <= a[31] ^ b[31];
		p <= 0;
		dne <= 0;
	end
	always @(posedge clk) begin
		if (ena) begin
			if (!dne) begin
				if (!multiplier || !multiplicand) begin
					if (sign) begin
						p <= ~p + 1;
					end
					dne <= 1;
				end else if (multiplier[0]) begin
					p <= p + multiplicand;
				end
				multiplier <= multiplier >> 1;
				multiplicand <= multiplicand << 1;
			end
		end
	end
endmodule
module mux_4 #(
        parameter width = 32
    )
    (
        output reg [(width-1):0] data_out,
        input [(width-1):0] data_0,
        input [(width-1):0] data_1,
        input [(width-1):0] data_2,
        input [(width-1):0] data_3,
        input [1:0] select
    );
    always @(*) begin
        case (select)
            0: data_out <= data_0;
            1: data_out <= data_1;
            2: data_out <= data_2;
            3: data_out <= data_3;
        endcase
    end
endmodule
==> impl_metrics.py <==
# Metrics from the implementation run
metrics = {
    "status": {
        "outcome": "finished, final reports clean",
    },
    "flow_run": {
        "drv_cap": 0,
        "warnings": 28,
    },
    "hold_path": {
        "min-delay-start": "op1[20]",
        "min_path_type": "in2reg",
        "holdPathEnd": "a[20]",
        "hold_depth": 1,
    },
    "sta": {
        "hold_violations": 0,
        "report.final.slew_viol_count": 0,
        "rsz0062_at_grt": "false",
        "max-slew-margin-rel_pct": 53.8,
        "setup_violations": 0,
        "tns_ns": 0,
        "worst_pin_slew_ns": 0.694,
    },
    "power": {
        "p_total_uw": 216,
        "internal_power_uw": 167,
        "p_sw_uw": 49.1,
        "leakage_uw": 0.00195,
        "sequentialPowerShare_pct": 50.0,
        "clockPowerShare_pct": 24.7,
        "peakVddDrop_uv": 20.5,
        "combPwrFrac_pct": 25.3,
        "power.density_mw_per_mm2": 46.1,
        "netSwitchingFraction_pct": 22.7,
    },
    "placement": {
        "place_inst": 459,
        "place.port_buffers": 101,
        "dp_hpwl_mm": 3.88,
        "routabilityCongestion": 0.767,
        "placed_area_mm2": 0.00455,
    },
    "clock_tree": {
        "holdBufCountCts": 0,
        "htree_levels": 3,
        "clock_path_buffers": 2,
        "clk_pin_slew_ns": 0.07,
        "post_cts_buffers": 0,
        "cts_resized": 0,
        "cts_sinks": 66,
        "cts_tree": "yes",
        "cts_made_buffers": 9,
        "ctsRootBufferMaster": "clkbuf_8",
    },
    "setup_path": {
        "end_kind": "output port",
        "required_ns": 25.28,
        "critPathMaxStageDelay_ns": 0.46,
        "slowest_stage": "fa_1",
        "cp-start-kind": "flop",
        "crit_top_cell": "fa_1",
        "crit_type": "reg2out",
        "critPathMaxFanout": 1,
        "critPathArrivalTime_ns": 13.96,
    },
    "route": {
        "antenna_left": 0,
        "wl_per_cell_um": 11.2,
        "vias": 1995,
        "dr.pass1.iters": 2,
        "vias_per_cell": 4.24,
        "drt_iter0_markers": 32,
        "antenna_cells": 0,
        "wirelength_mm": 5.25,
        "drcViolationCount": 0,
    },
    "yosys": {
        "postSynthSeqShare_pct": 54.8,
        "syn_avg_cell_area_um2": 13.5,
        "yosys.area.top_type": "edfxtp_1",
        "ys_cells": 269,
        "postSynthCellCount": 269,
        "ys.warnings.count": 497,
        "synth_cell_types": 14,
        "synth_top_area_share_pct": 54.8,
        "synth_chip_area_mm2": 0.00362,
        "topCellsByArea": "edfxtp_1, fa_1, xnor2_1, inv_1, buf_4",
        "ys.flops": 66,
        "syn_area_mm2": 0.00362,
    },
    "die": {
        "rows": 30,
        "die_x_um": 87.1,
        "dieArea_mm2": 0.00758,
        "core_mm2": 0.00691,
        "io_pins": 134,
        "initCoreUtil_pct": 52.4,
        "die_h_um": 87.1,
    },
    "final_layout": {
        "layout_top_cells": "clkdlybuf4s50_1, edfxtp_1, inv_1, xnor2_1, fa_1",
        "mostFrequentLayoutCell": "clkdlybuf4s50_1",
        "fin_cells": 471,
        "stdcell_area_mm2": 0.00469,
        "area_growth_pct": 29.6,
        "drive_gt1_share_pct": 4.00,
    },
    "global_routing": {
        "grt_pass1_wl_mm": 8.83,
        "antenna_found_initial": 0,
        "grt_pass1_vias": 1990,
        "overflow": 0,
        "grt_start_max_net_pins": 38,
        "grt.total_usage_pct": 16.7,
    },
}
==> per-stage QoR <==
stage	util, %	hold slack [ns]	setup WS [ns]
2_1_floorplan	-	6.42	12.54
3_3_place_gp	65.9	6.88	11.76
3_5_place_dp	65.9	6.88	11.68
4_1_cts	67.9	6.53	11.27
5_1_grt	67.9	6.53	10.67
6_report	67.9	6.55	11.32
==> registers in the layout, summed over array words and instances (netlist names) <==
name / cells
carry_in: 1
b: 32
a: 32
last_control: 1
==> cell usage after synthesis <==
master    number
edfxtp_1      66
inv_1         64
fa_1          32
xnor2_1       32
buf_4         31
nor2_1        30
buf_2          4
nor2b_1        3
buf_12         2
and2b_2        1
buf_6          1
buf_8          1
conb_1         1
nand2b_4       1
==> power by group through the flow <==
stage,Clock [uW],Combinational [uW],Sequential [uW]
global route,59.2,63.8,109
finish,53.4,54.7,108
CTS,55.7,56.2,108
==> worst max-delay path: cells and delay by family, from the launching register on <==
kind	cells	cell delay (ns)
simple gates	1	0.14
flops	1	0.32
fa+ha+maj	32	12.59
buf+inv	3	0.56
==> area by class of cell <==
cell class / count / area (um2)
multi-input cells: 130 / 1190
inverters: 64 / 240
repair buffers: 103 / 1020
well taps: 96 / 120
flip-flops and latches: 66 / 1980
clock buffers: 10 / 128
fillers: 543 / 2220
clock inverters: 2 / 8.76
==> worst max-delay path by stage <==
stage	slack, ns	startpoint	endpoint
CTS	11.27	carry_in	result[31]
finish	11.32	carry_in	result[31]
global route	10.67	carry_in	result[31]
==> kinds of logic (layout without fill, tap and decap cells) <==
logic type | Yosys count | in the layout | synth area share, %
other cells | 1 | 31 | 0.104
xor+xnor | 32 | 32 | 7.74
simple gates | 35 | 35 | 4.25
fa+ha+maj | 32 | 32 | 17.7
flops | 66 | 66 | 54.8
buf+inv | 103 | 179 | 15.5
==> metal layers <==
layer  GRT usage [%]  vias up  wire length, um
li1                -      951                -
met1            27.2      947             2120
met2            25.0       89             2560
met3            5.87        8              481
met4            2.73        0               87
met5               0        -                0
Power and IR drop assume default switching activity.
